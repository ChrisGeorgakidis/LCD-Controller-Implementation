$ cat /design/flow/run.sh
#!/bin/bash
# OpenROAD 26Q1-2900-gdf79404cd8, Yosys 0.63+post, stock flow scripts
make -C /OpenROAD-flow-scripts/flow DESIGN_CONFIG=/design/flow/config.mk WORK_HOME=/design/flow/orfs finish
$ cat /design/flow/config.mk
export PLATFORM = sky130hd
export DESIGN_NAME = Instruction
export DESIGN_NICKNAME = Instruction
export VERILOG_FILES = /design/flow/design.v
export SDC_FILE = /design/flow/constraint.sdc
export NUM_CORES = 4
export LEC_CHECK = 1
export CORE_UTILIZATION = 30
$ cat /design/flow/constraint.sdc
current_design Instruction

set clk_period 2.3
set clk_io_pct 0.2

create_clock -name clk0 -period $clk_period [get_ports {clk}]

set non_clock_inputs [all_inputs -no_clocks]
set_input_delay [expr $clk_period * $clk_io_pct] -clock clk0 $non_clock_inputs
set_output_delay [expr $clk_period * $clk_io_pct] -clock clk0 [all_outputs]
$ cat /design/flow/design.v
module Instruction_ClockCounterGenerator(clk, reset, clk_cnt, enable);
input wire clk, reset, enable;
output wire [11:0]clk_cnt;
reg [11:0]next_clk_cnt;
assign clk_cnt = next_clk_cnt;
always @ (posedge clk or posedge reset)
begin
	if (reset == 1'b1) begin
		next_clk_cnt <= 12'b0;
	end
	else begin
		if (enable == 1) begin
		  	next_clk_cnt <= clk_cnt + 12'd1;
			if (clk_cnt == 12'd2080) begin
			  next_clk_cnt <= 12'd0;
			end
		end
	end
end
endmodule
module Instruction_FSM (clk, reset, next_instruction, clk_cnt, db, LCD_RS, SF_D, LCD_RW, LCD_E, done, enable);
input wire clk, reset;
input wire next_instruction;
input wire [11:0]clk_cnt;
input wire [9:0]db;
output reg LCD_RS, LCD_RW, LCD_E;
output reg [11:0]SF_D;
output reg done, enable;
parameter IDLE			= 4'd0;
parameter SETUP_HIGH	= 4'd1;
parameter ACTIVE_HIGH	= 4'd2;
parameter HOLD_HIGH		= 4'd3;
parameter WAIT			= 4'd4;
parameter SETUP_LOW 	= 4'd5;
parameter ACTIVE_LOW	= 4'd6;
parameter HOLD_LOW 		= 4'd7;
parameter DONE 			= 4'd8;
wire [3:0]state;
reg [3:0]next_state;
assign state = next_state;
always @ (posedge clk or posedge reset) begin
  if (reset == 1'b1) begin
	next_state <= IDLE;
  end
  else begin
	case (state)
	IDLE: begin
		if (next_instruction == 1'b1) begin
			next_state <= SETUP_HIGH;
		end
		else begin
			next_state <= IDLE;
		end
	end
	SETUP_HIGH: begin
		if (clk_cnt == 12'd2) begin
			next_state <= ACTIVE_HIGH;
		end
		else begin
			next_state <= SETUP_HIGH;
		end
	end
	ACTIVE_HIGH: begin
		if (clk_cnt == 12'd14) begin
			next_state <= HOLD_HIGH;
		end
		else begin
			next_state <= ACTIVE_HIGH;
		end
	end
	HOLD_HIGH: begin
		if (clk_cnt == 12'd15) begin
			next_state <= WAIT;
	  	end
	  	else begin
			next_state <= HOLD_HIGH;
	  	end
	end
	WAIT: begin
		if (clk_cnt == 12'd65) begin
			next_state <= SETUP_LOW;
	  	end
	  	else begin
			next_state <= WAIT;
	  	end
	end
	SETUP_LOW: begin
		if (clk_cnt == 12'd67) begin
			next_state <= ACTIVE_LOW;
	  	end
	  	else begin
			next_state <= SETUP_LOW;
	  	end
	end
	ACTIVE_LOW: begin
		if (clk_cnt == 12'd79) begin
			next_state <= HOLD_LOW;
	  	end
	  	else begin
			next_state <= ACTIVE_LOW;
	  	end
	end
	HOLD_LOW: begin
		if (clk_cnt == 12'd80) begin
			next_state <= DONE;
	  	end
	  	else begin
			next_state <= HOLD_LOW;
	  	end
	end
	DONE: begin
		if (clk_cnt == 12'd2080) begin
			next_state <= IDLE;
	  	end
	  	else begin
			next_state <= DONE;
	  	end
	end
	default: begin
		next_state <= IDLE;
	end
	endcase
  end
end
always @ (posedge clk or posedge reset) begin
  if (reset == 1'b1) begin
    done    <= 1'b0;
	LCD_E 	<= 1'b0;
	LCD_RS 	<= 1'b0;
	LCD_RW 	<= 1'b0;
	SF_D[11:8] 	<= 4'b0;
  end
  else begin
	case (state)
	IDLE: begin
        done    <= 1'b0;
		LCD_E 	<= 1'b0;
		LCD_RS 	<= 1'b0;
		LCD_RW 	<= 1'b0;
		SF_D[11:8] 	<= 4'b0;
        enable  <= 1'b0;
	end
	SETUP_HIGH: begin
        done    <= 1'b0;
		LCD_E 	<= 1'b0;
		LCD_RS 	<= db[9];
		LCD_RW 	<= 1'b0;
		SF_D[11:8] 	<= db[7:4];
        enable  <= 1'b1;
	end
	ACTIVE_HIGH: begin
		LCD_E 	<= 1'b1;
		LCD_RS 	<= db[9];
		LCD_RW 	<= db[8];
		SF_D[11:8] 	<= db[7:4];
        enable  <= 1'b1;
	end
	HOLD_HIGH: begin
        done    <= 1'b0;
		LCD_E 	<= 1'b0;
		LCD_RS 	<= db[9];
		LCD_RW 	<= 1'b0;
		SF_D[11:8] 	<= db[7:4];
        enable  <= 1'b1;
	end
	WAIT: begin
        done    <= 1'b0;
		LCD_E 	<= 1'b0;
		LCD_RS 	<= 1'b0;
		LCD_RW 	<= 1'b0;
		SF_D[11:8] 	<= db[7:4];
        enable  <= 1'b1;
	end
	SETUP_LOW: begin
        done    <= 1'b0;
		LCD_E 	<= 1'b0;
		LCD_RS 	<= db[9];
		LCD_RW 	<= 1'b0;
		SF_D[11:8]	<= db[3:0];
        enable  <= 1'b1;
	end
	ACTIVE_LOW: begin
        done    <= 1'b0;
		LCD_E 	<= 1'b1;
		LCD_RS 	<= db[9];
		LCD_RW 	<= db[8];
		SF_D[11:8] 	<= db[3:0];
        enable  <= 1'b1;
	end
	HOLD_LOW: begin
        done    <= 1'b0;
		LCD_E 	<= 1'b0;
		LCD_RS 	<= db[9];
		LCD_RW 	<= 1'b0;
		SF_D[11:8] 	<= db[3:0];
        enable  <= 1'b1;
	end
	DONE: begin
        if (clk_cnt == 12'd2080) begin
            done    <= 1'b1;
            enable  <= 1'b0;
	  	end
        else begin
            enable  <= 1'b1;
            done <= 1'b0;
        end
		LCD_E 	<= 1'b0;
		LCD_RS 	<= 1'b0;
		LCD_RW 	<= 1'b0;
		SF_D[11:8] 	<= db[3:0];
	end
	default: begin
        done    <= 1'b0;
		LCD_E 	<= 1'b0;
		LCD_RS 	<= 1'b0;
		LCD_RW 	<= 1'b0;
		SF_D[11:8] 	<= 4'b0;
        enable  <= 1'b0;
	end
	endcase
  end
end
endmodule
module Instruction (clk, reset, next_instruction, db, LCD_RS, LCD_RW, LCD_E, SF_D, done);
input wire clk, reset;
input wire next_instruction;
input wire [9:0]db;
output wire LCD_RS, LCD_RW, LCD_E;
output wire [3:0]SF_D;
output wire done;
wire [11:0] clk_cnt;
wire enable;
Instruction_FSM Instruction_FSM (
    .clk              (clk),
    .reset            (reset),
    .next_instruction (next_instruction),
    .clk_cnt          (clk_cnt),
    .db               (db),
    .LCD_RS           (LCD_RS),
    .SF_D             (SF_D),
    .LCD_RW           (LCD_RW),
    .LCD_E            (LCD_E),
    .done             (done),
    .enable           (enable)
);
Instruction_ClockCounterGenerator Instruction_ClockCounterGenerator (
    .clk        (clk),
    .reset      (reset),
    .clk_cnt    (clk_cnt),
    .enable     (enable)
);
endmodule
==> results_slide.txt <==
Physical Implementation Snapshot

Worst setup path
  – CP Capture Point: Instruction_FSM.enable
  – Critical path arrival: approximately 2000 ps
  – Crit path kind: flop to flop
  – Slowest stage delay, CP: about 570 ps
  – FF-to-FF End: Instruction_FSM.enable
  – Critical path required time: around 2300 ps
  – Reg2reg setup slack: between 300 and 400 ps
  – Critical-path top delay cell: or4_4
  – Critical Path, Cell by Cell: or4_4 -> or3_4 -> a211o_1
  – Setup crit start kind: flop
  – Worst Reg-to-Reg Cells: 3
  – Crit end category: flop
  – CP Max Fanout: 6

Clocking
  – CTS Buf Count: 3
  – Worst-path clk slew: roughly 90 ps
  – Clock sinks: 26
  – Number of gates resized after cts: 0
  – Clock latency on the worst-skew pair: between 200 and 300 ps
  – Clock Path Buffers: 2
  – CTS tree: yes
  – Clk Tree Root Cell: clkbuf_8
  – Hold Buf Count CTS: 0
  – H-Tree Depth: 1
  – Post-CTS Repair Setup Buffers: 0

Logic synthesis
  – Syn Inst Count: roughly 130
  – Most instantiated library cell after synthesis: dfrtp_1
  – Post-synth cell types: around 45
  – Dominant cell area share: approximately 44%
  – YS chip area: between 0.001 and 0.0015 mm2
  – Main flop type: dfrtp_1
  – Top post-synthesis cells by count: dfrtp_1, nand4_1, inv_1
  – Fraction of registers with async set/reset: 96.15%
  – Number of enable flip-flop cells: 1
  – Synth Cell Area: ~0.0014 mm2
  – Syn avg cell area: ~10 um2
  – Sequential element share of the synthesized area: 48.39%
  – Synth Warn #: 7
  – Flops after synth: 26
  – Ys cells: ~130
  – Cell type with the largest total area: dfrtp_1
  – Top cells by area: dfrtp_1, nand4_1, ha_1

Timing
  – Rel. slew slack: 61.48%
  – Clk_skew: a little under 5 ps
  – Final Max Tran Viols: 0
  – Measured slew at the worst slew-check pin: between 500 and 600 ps
  – Highest Clock Rate: ~500 MHz
  – RSZ-0062 raised after global routing: no
  – Crit path time final: between 1500 and 2000 ps
  – Final setup viols: 0
  – Post-layout period usage: 86.14%
  – Setup TNS: 0 ps
  – Fin. Hold Viols: 0

Cells and area
  – Synthesis-to-finish area growth: 15.30%
  – Layout cells sized above 1: approximately an eighth
  – Final instance area: ~0.0016 mm2

Global route
  – First-pass GRT wire length: between 4000 and 5000 um
  – Initial antenna violation count: 0
  – GR Overflow Total: 0
  – Total global-route track usage: between 10% and 20%
  – Number of global-route vias before repair: about 950
  – Pin count of the biggest net entering global routing: 26

Detailed routing
  – Final ANT Viol Nets: 0
  – Avg WL per Cell: between 10 and 15 um
  – Final wirelength: 2466 um
  – Drt first pass iters: 4
  – N_diodes: 0
  – Via Count: ~1000
  – Drc violations: 0
  – DRT iter0 DRCs: about 72
  – Via-to-Cell Ratio: 5.201

Place
  – # port buffers: 8
  – Post-DP HPWL: between 1500 and 2000 um
  – Dpl cell area: between 0.001 and 0.0015 mm2
  – Routability cong.: between 0.8 and 0.9

Die
  – Die Span Y: around 69 um
  – FP Core Util: between 30% and 40%
  – Die area: ~0.0048 mm2
  – I/O pins: 21
  – # rows: 24
  – Core Area: between 0.004 and 0.005 mm2
  – Horiz. Die Dim: between 60 and 70 um

Min path
  – Worst Hold Class: flop to flop

Power and ir drop
  – Maximum vdd drop: around 260 uV
  – PwrDens: a little under 1000 mW/mm2
  – Leakage: 0.0006533 uW

Job
  – Tool warnings: 36
  – # Max-Cap Violations: 0

Status
  – Outcome: finished, final reports clean
==> routing by layer <==
| metal | global-route usage [%] | routed length [um] | vias up |
|---|---|---|---|
| met2 | 16.07 | 1071 | 28 |
| met5 | 0 | 0 | - |
| met1 | 17.61 | 1235 | 485 |
| li1 | - | - | 491 |
| met4 | 2.041 | 57 | 0 |
| met3 | 2.360 | 102 | 5 |
==> report_power, final <==
group,internal [uW],total [uW],switching [uW]
Clock,233,376,143
Combinational,218,445,227
Sequential,557,696,138
==> worst max-delay path: cells and delay by family, from the launching register on <==
| family | cells | cell delay, ps |
|---|---|---|
| AND-OR/OR-AND | 1 | 300 |
| flip-flops | 1 | 440 |
| AND/OR/NAND/NOR | 2 | 1000 |
==> metrics by stage <==
step | hold slack (ps) | setup WS, ps | utilization (%) | power [uW] | std cells
2_1_floorplan | 428.1 | 408.8 | - | 1015 | 136
5_1_grt | 523.6 | 279.0 | 35.95 | 1624 | 194
3_3_place_gp | 469.9 | 340.5 | 34.31 | 1131 | 190
4_1_cts | 495.1 | 318.4 | 35.95 | 1520 | 194
3_5_place_dp | 479.6 | 333.5 | 34.31 | 1143 | 190
6_report | 491.7 | 318.7 | 35.95 | 1516 | 194
==> placed cells by master, fill, tap and decap left out, types with 3 or more instances in the layout <==
master           instances
clkbuf_8                 3
dfrtp_1                 24
nand2_1                  9
ha_1                     4
nor4_1                   3
xnor2_1                  5
inv_1                   10
o22ai_1                  4
nor2_1                   3
buf_4                    5
o21ai_0                  4
clkdlybuf4s50_1          8
o2bb2ai_1                3
conb_1                   4
nand4_1                 11
nor3_1                   3
nand3_1                  4
==> cell families after synthesis <==
kind of cell    after synthesis  share of synthesized area, %
flops                        26                         48.39
compound gates               22                         11.71
buf+inv                      21                         7.005
other cells                   1                        0.2762
fa+ha+maj                     4                         3.687
xor+xnor                      7                         4.516
simple gates                 52                         24.42
==> worst min path at each step <==
stage,depth (start not counted),slack (ps),startpoint,to
after CTS,2,500,Instruction_FSM.next_state[0],Instruction_FSM.next_state[0]
after global routing,2,520,Instruction_FSM.done,Instruction_FSM.done
final,2,490,Instruction_FSM.done,Instruction_FSM.done
==> layout make-up <==
class,instances,area (um2)
Clock buffer,3,41.29
Tap cell,52,65.06
Sequential cell,26,656.9
Timing Repair Buffer,13,117.6
Clock inverter,1,30.03
Multi-Input combinational cell,89,616.8
Inverter,10,37.54
Fill cell,418,2789
==> sequential cells by signal (all words and copies together), names as in the netlist <==
name	flops
Instruction_ClockCounterGenerator.next_clk_cnt	12
Instruction_FSM.done	1
Instruction_FSM.LCD_E	1
Instruction_FSM.enable	1
Instruction_FSM.LCD_RS	1
Instruction_FSM.LCD_RW	1
Instruction_FSM.next_state	9
No activity file was given, so power comes from the tool's default toggle rates.
